===== config.mk =====
export PLATFORM = sky130hd
export DESIGN_NAME = lcd
export DESIGN_NICKNAME = lcd
export VERILOG_FILES = /design/flow/design.v
export SDC_FILE = /design/flow/constraint.sdc
export NUM_CORES = 4
export LEC_CHECK = 1
export CORE_UTILIZATION = 30

===== constraint.sdc =====
current_design lcd

set clk_period 3.9
set clk_io_pct 0.2

create_clock -name clk0 -period $clk_period [get_ports {clk}]

set non_clock_inputs [all_inputs -no_clocks]
set_input_delay [expr $clk_period * $clk_io_pct] -clock clk0 $non_clock_inputs
set_output_delay [expr $clk_period * $clk_io_pct] -clock clk0 [all_outputs]

===== run.sh =====
#!/bin/bash
# OpenROAD 26Q1-2900-gdf79404cd8, Yosys 0.63+post, stock flow scripts
make -C /OpenROAD-flow-scripts/flow DESIGN_CONFIG=/design/flow/config.mk WORK_HOME=/design/flow/orfs finish

===== design.v =====
`timescale 1ns / 1ps
module lcd(
    input clk,
    output reg rs,rw,
    output reg [7:0] dout,
    output en
    );
    reg [7:0] data [11:0];
    integer count=0;
    integer i=0;
    reg ent=1'b0;
    parameter send_command=0,send_data=1;
    reg state=send_command;
initial begin
data[0] <= 8'h38;  
data[1] <= 8'h01;  
data[2] <= 8'h0E; 
data[3] <= 8'h06;  
data[4] <= 8'h80; 
data[5]  <= 8'h76;  
data[6]  <= 8'h65;   
data[7]  <= 8'h72;   
data[8]  <= 8'h69;  
data[9]  <= 8'h6c;  
data[10] <= 8'h6f;  
data[11] <= 8'h67;  
end
    always@(posedge clk)
    begin
    if(count<10)
        begin
        count<=count+1;
        end
   else
        begin
        count<=0;
        ent=~ent;
        end
   end
   always@(posedge ent)
   begin
   case(state)
   send_command:    begin
                    if(i<4)
                        begin
                        rw<=1'b0;
                        rs<=1'b0;
                        dout<=data[i];
                        i<=i+1;
                        state<=send_command;
                        end
                     else
                        begin
                        dout<=data[i];
                        i<=i+1;
                        state<=send_data;
                        end
                    end
    send_data:      begin
                    if(i<=11)
                        begin
                        rw<=1'b0;
                        rs<=1'b1;
                        i<=i+1;
                        dout<=data[i];
                        state<=send_data;
                        end
                   else
                        begin
                        i<=0;
                        state<=send_command;
                        rs    <= 1'b0;
                        rw    <= 1'b0;
                        dout  <= 8'h00;
                        end
                    end
      endcase
      end
      assign en=ent;
endmodule

==> notes.md <==
fresh numbers from the pnr run: register pins left without a clock=around 42, io pins=12, DR pass1 iterations=4, Adders+Majority by Area=under 10%, Fin Setup TNS=0 ns, worst slack, placed=approximately 1.7 ns, Max-Slew Margin vs Limit=45.98%, Max Clk Rate=roughly 440 MHz, cycle use final=between 50% and 60%, clk latency of the worst-skew pair=0.28 ns, CTS root buf=clkbuf_16, hold_sp=count[0], area growth from synthesis to layout=11.44%, fillers=~1100, CP max stage cell=or4_4, Critical Path AT=~2.5 ns, stage-log warning count=29, xor/xnor share=roughly 14%, Pre-Place Util=~31%, Maximum Capacitance Violations=0, H-tree Lvls=2, yosys cell count=~390, Worst Path Required=approximately 4.1 ns, number of flops mapped to enable cells by yosys=2, post-cts resize count=0, Main logic family=simple AND/OR/NAND/NOR gates, yosys warns=1, outcome=completed, share of cells above drive strength 1=4.774%, Chip Area, Yosys=between 3000 and 4000 µm², fin worst setup slack=~1.6 ns, hold depth=1, worst setup path class=flop to flop, Setup crit end kind=flop, Vias=between 2000 and 3000, Critical Path, Cell by Cell=ha_1, inv_1, or4_4, or3_4, or3_1, a21oi_1, Top cell excl fill/tap=nor2_1, Reg area=roughly 1500 µm², Hold WC Path Type=flop to flop, unrepaired setup endpoints after global routing=false, Final HPWL DP=about 4200 µm, area of the core=~11000 µm², hold endpoint=count[0], CTS tree=done, Die W=around 110 µm, chip height=roughly 110 µm, Ant. Diodes=0, final core utilization=~35%, total track usage=between 10% and 20%, syn_area_per_cell=between 8 and 9 µm², CTS clock-pin slew for the worst setup and hold paths=0.05 ns, setup bufs post-CTS=0, Mapped Area=between 3000 and 4000 µm², DRC viols=0, ao+oa area frac=3.578%, port bufs=10, pin count of the biggest net entering global routing=between 40 and 50, Combinational Area=roughly 1800 µm², Via density=between 4 and 5, final setup vio count=0, crit start category=flop, Mapped Cells=391, R2R depth=6, placer congestion estimate=0.8581, CTS Buf Count=5, GRT Residual Overflow=0, post-synthesis simple-gate area fraction=31.35%, slowest stage delay, CP=0.60 ns, Crit Path Max Fanout=8, number of core rows=38, first-pass GRT wire length=10780 µm, Top FF cell, synth=dfxtp_1, Final ANT Viol Nets=0, initial drt markers=approximately 100, static leakage=between 1 and 1.5 nW, Tot Pwr=a little over 0.0007 W, Hold Violations, Final=0, antenna violations before repair=0, hold buffer count at CTS=0, Synth cell types=39, endpoints left unconstrained=roughly 52, total die size=between 10000 and 15000 µm², max-slew violation count=0, min cycle time layout=2.270 ns, r2r endpoint=count[30], Post-synth ARST share=0%, VDD IR max=~0.29 mV, clk buf depth=2, R2R Setup Slk=1.63 ns, Synth Register Bits=about 75, origin of the critical flop-to-flop path=count[0], Avg WL per Cell=roughly 11 µm, dominant logic cell types in the final layout=76 x nor2_1, 73 x dfxtp_1, 29 x xor2_1, number of global-route vias before repair=roughly 2300, wirelength, routed=just over 6000 µm, power density cells=191.1 nW/µm², mux frac, synth=less than 1%, clock skew=approximately 0.0046 ns, Seq share, synth=roughly 45%, worst-margin pin slew=just over 0.8 ns
==> layout make-up <==
class,instances,share of cell area (%)
Clock buffer,8,3.873
Inverter,9,0.8937
Multi-Input combinational cell,291,46.71
Sequential cell,75,40.25
Tap cell,140,4.634
Timing Repair Buffer,15,3.641
==> how the worst max path moves through the flow <==
stage,start,to,slack (ns)
after CTS,count[0],count[30],1.64
after global routing,count[0],count[30],1.52
final,count[0],count[30],1.63
==> state kept, by name (all words and copies together), names as in the netlist <==
name and cells:
i 32, state 1, dout 8, rs 1
ent 1, count 32
==> synth_stat cells, types with 3 or more instances <==
master	count	share of area, %
and3_1	8	1.5
nor2_1	77	8.5
clkbuf_1	12	1.3
nand2_1	14	1.5
nor3b_1	3	0.66
xor2_1	29	7.5
inv_1	9	1.0
nand3_1	25	3.7
xnor2_1	24	6.2
and4_1	5	1.3
nor4_1	17	3.1
mux2i_1	3	0.89
nor3_1	14	2.1
dfxtp_1	73	43
or3_1	3	0.55
ha_1	6	2.2
nor2b_1	5	0.92
a21oi_1	6	0.89
a211oi_1	4	0.89
o21ai_0	5	0.74
nand4_1	27	5.0
==> through the flow <==
| step | hold slack, ns | std cells | area (µm²) |
|---|---|---|---|
| after floorplan | 0.4297 | 391 | 3392 |
| after global placement | 0.4463 | 530 | 3633 |
| after detailed placement | 0.4527 | 530 | 3633 |
| after CTS | 0.4680 | 538 | 3780 |
| after global routing | 0.4848 | 538 | 3780 |
| final | 0.4706 | 538 | 3780 |
==> routing by layer <==
metal  up-vias  track usage [%]  part of all wire (%)
met5         -                0                     0
met4         0           0.4826                     0
met3         0            1.472                   2.7
met2        38            18.38                    45
met1      1196            17.35                    52
li1       1368                -                     -
==> cell families (layout without fill, tap and decap cells) <==
logic type      after synthesis  in the layout
compound gates               20             20
xor+xnor                     53             53
fa+ha+maj                     6              6
buf+inv                      25             32
flops                        75             75
mux                           3              3
other cells                   1              1
simple gates                208            208
==> critical path, delay by kind of cell (launching register included) <==
| kind | cells | cell delay (ns) |
|---|---|---|
| AND-OR/OR-AND | 1 | 0.14 |
| adder cells (fa/ha/maj) | 1 | 0.23 |
| buffers and inverters | 1 | 0.08 |
| flip-flops | 1 | 0.37 |
| AND/OR/NAND/NOR | 3 | 1.39 |
==> report_power, final <==
part	internal [W]	switching, W	total, W	leakage, nW
clock	0.000254	0.000129	0.000383	0.0712
combinational	0	0.0000000141	0.0000000148	0.695
sequential	0.000339	0	0.000339	0.611
total	0.000593	0.000129	0.000722	1.38
Power and IR drop assume default switching activity.
